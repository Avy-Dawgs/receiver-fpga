### /design/flow/run.sh
#!/bin/bash
# OpenROAD 26Q1-2900-gdf79404cd8, Yosys 0.63+post, stock flow scripts
make -C /OpenROAD-flow-scripts/flow DESIGN_CONFIG=/design/flow/config.mk WORK_HOME=/design/flow/orfs finish
### /design/flow/config.mk
export PLATFORM = sky130hd
export DESIGN_NAME = GainCorrection
export DESIGN_NICKNAME = GainCorrection
export VERILOG_FILES = /design/flow/design.v
export SDC_FILE = /design/flow/constraint.sdc
export NUM_CORES = 4
export LEC_CHECK = 1
export CORE_AREA = 10 10 90 90
export DIE_AREA = 0 0 100 100
### /design/flow/constraint.sdc
current_design GainCorrection

set clk_period 1.5
set clk_io_pct 0.2

create_clock -name clk0 -period $clk_period [get_ports {clk}]

set non_clock_inputs [all_inputs -no_clocks]
set_input_delay [expr $clk_period * $clk_io_pct] -clock clk0 $non_clock_inputs
set_output_delay [expr $clk_period * $clk_io_pct] -clock clk0 [all_outputs]
### /design/flow/design.v
module GainCorrection (
  input clk, 
  input rst, 
  input [7:0] signal_dB_i,
  input valid_i,
  input signed [5:0] gain_dB_i,  
  output reg signed [15:0] rssi_dBFS_o,
  output reg valid_o
  ); 
  localparam signed [15:0] MAX_DB = 72;
  logic signed [15:0] actual_gain;
  always_ff @(posedge clk, posedge rst) begin 
    if (rst) begin 
      valid_o <= 1'h0; 
      rssi_dBFS_o <= 'h0;
    end
    else begin 
      if (valid_i) begin 
        rssi_dBFS_o <= $signed({8'h0, signal_dB_i}) - MAX_DB - actual_gain;
        valid_o <= 1'h1;
      end 
      else begin 
        valid_o <= 1'h0;
      end
    end
  end
  assign actual_gain = {{8{gain_dB_i[5]}}, gain_dB_i, 2'h0};
endmodule
==> impl_results.rst <==
Flow metrics
------------

.. list-table::
   :header-rows: 1

   * - Metric
     - Value
   * - Result of the run
     - finished, violations left
   * - Violated checks
     - setup timing
   * - CTS sink cnt
     - 11
   * - Final worst slack
     - -0.247 ns
   * - Yosys stat cell total
     - about 80
   * - Top-count cell post-synth
     - sky130_fd_sc_hd__inv_1
   * - Starting density of the core
     - 12.8%
   * - Number of standard-cell rows in the floorplan
     - 29
   * - Initial detailed-routing violation count
     - 17
   * - Xor and xnor area share after synthesis
     - between 6 and 7%
   * - Top cells by instance count after synthesis
     - 13 x sky130_fd_sc_hd__inv_1, 11 x sky130_fd_sc_hd__dfrtp_1, 8 x sky130_fd_sc_hd__ha_1
   * - Initial antenna violation count
     - 0
   * - Die area
     - 0.0100 mm2
   * - Synth mux share
     - 7.02%
   * - TritonCTS clock tree
     - yes
   * - Number of hold-slack violations in the final timing report
     - 0
   * - P&R area growth vs syn
     - 84.1%
   * - Max capacitance violation total
     - 0
   * - Finished Layout Cells
     - around 210
   * - Main logic family after synthesis
     - AND-OR/OR-AND gates
   * - Critical path capture point type
     - flip-flop
   * - Htree depth
     - 1
   * - Tool warnings
     - 28
   * - Delay-heaviest family, CP
     - AND-OR/OR-AND gates
   * - Total overflow reported by the global router
     - 0
   * - Cell type with the largest total area
     - sky130_fd_sc_hd__dfrtp_1
   * - Library cells used by synthesis
     - 26
   * - P_leak
     - 0.657 nW
   * - CP max FO
     - 4
   * - Count of buffers from port buffering
     - 33
   * - Die width
     - 100 um
   * - Core area
     - 0.00628 mm2
   * - Total detailed-routing wirelength
     - around 2.3 mm
   * - Most used DFF post-synth
     - sky130_fd_sc_hd__dfrtp_1
   * - Drt wl/cell
     - approximately 11 um
   * - Syn_area_per_cell
     - 9.78 um2
   * - Slew Viols, Final
     - 0
   * - Worst hold slack
     - 0.373 ns
   * - Worst-case clock buffer depth
     - 2
   * - Summed instance area of the synthesized netlist
     - approximately 800 um2
   * - Clock period minus worst slack
     - ~1.7 ns
   * - Aggregate global-route resource usage
     - 4.43%
   * - Post-CTS Hold Buffers
     - 0
   * - Die height
     - 100 um
   * - Cell Chain, Critical Path
     - buf_6, or3_4, xor2_1, ha_1, o211a_1, o31a_1, o21a_1, o41ai_2
   * - Synthesized-area fraction occupied by adder cells
     - 15.0%
   * - First drt pass iteration count
     - 2
   * - Summed standard-cell area reported by yosys
     - 802 um2
   * - Placed cells
     - around 200
   * - Sequential fraction of the synthesis area
     - 34.3%
   * - Crit path kind
     - in -> reg
   * - Async set-or-reset flop fraction in the synthesized netlist
     - 100%
   * - Pin count of the biggest net entering global routing
     - 12
   * - Gate count after technology mapping
     - just over 80
   * - Number of buffers inserted during clock tree synthesis
     - 3
   * - FMAX
     - 572 MHz
   * - Largest cells by area
     - sky130_fd_sc_hd__dfrtp_1 34%, sky130_fd_sc_hd__ha_1 12%, sky130_fd_sc_hd__inv_1 6.1%
   * - Unrepaired setup endpoints after global routing
     - true
   * - Routability cong.
     - 0.728
   * - First-pass GRT wire length
     - between 3 and 4 mm
   * - Via count of the first global-routing pass
     - 787
   * - Signal arrival time at the worst endpoint
     - 1.88 ns
   * - Post-synthesis share of cell area spent on and-or and or-and gates
     - 18.4%
   * - Clock transition at path regs
     - 0.05 ns
   * - Crit path max-delay cell type
     - sky130_fd_sc_hd__or3_4
   * - Buffers & Inverters on Critical Path
     - 1
   * - Final worst clock skew
     - 0 ns
   * - PwrDens
     - a little over 800 mW/mm2
   * - Critical path launch point type
     - input pin
   * - Total inserted antenna cells
     - 0
   * - Number of ports placed on the die boundary
     - 34
   * - Post-route ant nets
     - 0
   * - Rel. slew slack
     - 69.9%
   * - Detail Placement HPWL
     - around 1.9 mm
   * - Crit share post-route
     - 116%
   * - Slowest Stage Delay on Critical Path
     - about 0.38 ns
   * - Flop and latch count out of synthesis
     - 11
   * - Total cell area at the placement stage
     - ~0.0013 mm2
   * - Setup-failing EPs final
     - 6
   * - Synth Area in Simple Gates
     - 6.40%
   * - Post-placement setup slack
     - -0.903 ns
   * - Worst min-delay path category
     - in -> async
   * - Final std cell area, no fill
     - around 0.0015 mm2
   * - Data required time at the worst endpoint
     - 1.64 ns
   * - Vias
     - 740
   * - Root buffer cell
     - sky130_fd_sc_hd__clkbuf_8
   * - Via-per-instance ratio
     - roughly 3.6
   * - Area share of the largest cell type after synthesis
     - 34.3%
   * - DRC violations left
     - 0
   * - Warnings from Yosys
     - 1
   * - Maximum vdd drop
     - 0.000522 V
   * - Pin slew with the least headroom to its limit
     - 0.451 ns
   * - Core occupancy in the finished layout
     - about a quarter
   * - Post-synth tally of flip-flops with integrated enable
     - 0
   * - Clock latency of the later-clocked register in the worst-skew pair
     - 0.23 ns
   * - Share of layout cells above drive strength 1
     - 40.0%
flip-flops by register name, summed over array words and instances, names as in the netlist:
| name | flops |
|---|---|
| rssi_dBFS_o | 10 |
| valid_o | 1 |
final cells by class:
| type | instances | area [um2] |
|---|---|---|
| Sequential cell | 11 | 275 |
| Timing Repair Buffer | 51 | 472 |
| Inverter | 13 | 53.8 |
| Clock buffer | 4 | 45.0 |
| Fill cell | 665 | 4800 |
| Tap cell | 77 | 96.3 |
| Multi-Input combinational cell | 51 | 534 |
path summary, 6_finish.rpt:
| kind | startpoint | to | slack (ns) | depth (start not counted) |
|---|---|---|---|---|
| min | rst | rssi_dBFS_o[6] | 0.37 | 2 |
| max | signal_dB_i[4] | rssi_dBFS_o[14] | -0.25 | 8 |
| max reg2reg | rssi_dBFS_o[14] | rssi_dBFS_o[14] | 0.65 | 2 |
| min in group clk0 | signal_dB_i[2] | rssi_dBFS_o[2] | 0.46 | 4 |
| max in group asynchronous | rst | rssi_dBFS_o[1] | 0.82 | 2 |
| min reg2reg | rssi_dBFS_o[1] | rssi_dBFS_o[1] | 0.48 | 1 |
layer usage:
layer	global-route usage [%]	wire length, um	up-vias
li1	-	-	370
met1	4.98	930	348
met2	7.52	1080	22
met3	2.64	265	0
met4	0	0	0
met5	0	0	-
cells in the final DEF (no fill, tap or decap), types with 4 or more instances in the layout:
cell,instances
sky130_fd_sc_hd__clkdlybuf4s50_1,24
sky130_fd_sc_hd__buf_4,15
sky130_fd_sc_hd__dfrtp_1,11
sky130_fd_sc_hd__inv_1,6
sky130_fd_sc_hd__inv_2,6
sky130_fd_sc_hd__nand2_1,4
sky130_fd_sc_hd__a21oi_1,4
sky130_fd_sc_hd__ha_4,4
sky130_fd_sc_hd__buf_6,4
what timing repair did:
action	in CTS	in global routing
buffers inserted	2	2
endpoints found under the setup margin	14	12
resized	33	18
pin swaps	15	13
hold endpoints to repair	0	0
where the power goes:
group | leakage (nW) | total, mW | switching [mW] | internal [mW]
clock | 0.0228 | 0.293 | 0.107 | 0.186
combinational | 0.505 | 0.547 | 0.182 | 0.366
sequential | 0.129 | 0.387 | 0.0341 | 0.353
total | 0.657 | 1.23 | 0.322 | 0.905
through the flow:
stage / TNS, ns / power, mW
2_1_floorplan: -1.31 / 0.596
3_3_place_gp: -5.11 / 0.873
3_5_place_dp: -5.08 / 0.876
4_1_cts: -1.01 / 1.21
5_1_grt: -1.66 / 1.32
6_report: -0.873 / 1.23
cells by family after synthesis:
| logic type | after synthesis |
|---|---|
| XOR/XNOR | 6 |
| AND-OR/OR-AND | 20 |
| multiplexers | 5 |
| adder cells (fa/ha/maj) | 9 |
| flip-flops | 11 |
| buffers and inverters | 20 |
| AND/OR/NAND/NOR | 11 |
No activity file was given, so power comes from the tool's default toggle rates.
