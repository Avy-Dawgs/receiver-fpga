==> ./design.v <==
module Fifo
#(
  DW = 8, 
  SIZE_POW2=2
  )
(
  input clk, 
  input rst, 
  input wr_en_i, 
  input rd_en_i, 
  input [DW - 1:0] wr_data_i, 
  output reg [DW - 1:0] rd_data_o, 
  output full_o, 
  output empty_o
  ); 
  reg [DW - 1:0] memory [0:2**SIZE_POW2 - 1];
  reg [SIZE_POW2 - 1:0] rd_idx, wr_idx;
  logic do_rd, do_wr;
  always_ff @(posedge clk, posedge rst) begin 
    if (rst) begin 
      rd_data_o <= 'h0;
    end
    else begin 
      if (do_rd) begin 
        rd_data_o <= memory[rd_idx];
      end
    end
  end
  always_ff @(posedge clk) begin 
    if (do_wr) begin 
      memory[wr_idx] <= wr_data_i;
    end
  end
  always_ff @(posedge clk, posedge rst) begin 
    if (rst) begin 
      wr_idx <= 'h0;
      rd_idx <= 'h0;
    end
    else begin 
      if (do_wr) begin 
        wr_idx <= wr_idx + 1'd1;
      end
      if (do_rd) begin 
        rd_idx <= rd_idx + 1'd1;
      end
    end
  end
  assign empty_o = (rd_idx == wr_idx); 
  assign full_o = (rd_idx == (wr_idx + 1'd1));
  assign do_rd = rd_en_i & (~empty_o);
  assign do_wr = wr_en_i & (~full_o);
endmodule
==> ./run.sh <==
#!/bin/bash
# OpenROAD 26Q1-2900-gdf79404cd8, Yosys 0.63+post, stock flow scripts
make -C /OpenROAD-flow-scripts/flow DESIGN_CONFIG=/design/flow/config.mk WORK_HOME=/design/flow/orfs finish
==> ./config.mk <==
export PLATFORM = sky130hd
export DESIGN_NAME = Fifo
export DESIGN_NICKNAME = Fifo
export VERILOG_FILES = /design/flow/design.v
export SDC_FILE = /design/flow/constraint.sdc
export NUM_CORES = 4
export LEC_CHECK = 1
export CORE_AREA = 10 10 112 112
export DIE_AREA = 0 0 122 122
==> ./constraint.sdc <==
current_design Fifo

set clk_period 4.4
set clk_io_pct 0.2

create_clock -name clk0 -period $clk_period [get_ports {clk}]

set non_clock_inputs [all_inputs -no_clocks]
set_input_delay [expr $clk_period * $clk_io_pct] -clock clk0 $non_clock_inputs
set_output_delay [expr $clk_period * $clk_io_pct] -clock clk0 [all_outputs]
==> ci_impl_report.md <==
## Synthesis and layout report

| Metric | Value |
|---|---|
| Clock network power share | 16.9% |
| Starting DRC count in detailed routing | 41 |
| Pre-antenna DRT Iters | 2 |
| Synthesized registers | 44 |
| NetSw | 0.407 mW |
| Final Wtd Congestion | 0.769 |
| Wl on met1 | 1230 um |
| Io pins | 22 |
| Dominant Register Cell | edfxtp_1 |
| Distinct lib cells used | 15 |
| Syn Area/Cell | 20.2 um2 |
| Yosys stat area | 1740 um2 |
| DRC Markers | 0 |
| Post-CTS Setup Bufs | 0 |
| Synthesized area | 1740 um2 |
| R2R setup slack | 2.25 ns |
| Final Cell Area | 2190 um2 |
| Tool warning count | 28 |
| Crit path DRT | 3.52 ns |
| EDFF count, synth | 32 |
| Mapped Cells | 86 |
| Maxcap violations | 0 |
| Worst hold path type | flip-flop to flip-flop |
| Dpl hpwl | 2150 um |
| PD cells | 647 nW/um2 |
| CORE AREA | 10200 um2 |
| Worst EP arrival | 1.97 ns |
| Hold-fix buffers, CTS | 0 |
| Pre-Place Util | 17.0% |
| Leakage | 0.728 nW |
| Synth cell count leaders | edfxtp_1, dfrtp_1, mux2_2 |
| Final total power | 1.42 mW |
| Logic pwr share | 34.6% |
| Crit path time final | 2.85 ns |
| Post-route ant nets | 0 |
| Post-CTS Resized | 0 |
| # fillers | 1042 |
| # rows | 37 |
| Yosys top cell area share | 55.2% |
| Via density | 3.19 |
| H-Tree Depth | 2 |
| Endpoints failing setup | 0 |
| Highest Signal Layer | met4 |
| Final hold vios | 0 |
| RSZ-0062 raised after global routing | false |
| Chip Area | 14900 um2 |
| Routed WL | 3060 um |
| Reg2reg start | wr_idx[0] |
| Max-slew violation count | 0 |
| Area after DPL | 2100 um2 |
| DIE WIDTH | 122 um |
| Most instantiated library cell after synthesis | edfxtp_1 |
| Hold path cells | 1 |
| Reg clk slew, reported paths | 0.08 ns |
| Logic area | 449 um2 |
| Sequential power share | 48.5% |
| Setup Crit Path Kind | flip-flop to primary output |
| GRT Residual Overflow | 0 |
| Final non-filler cell total | 249 |
| Post-synth ARST share | 27.3% |
| Critical path peak fanout | 5 |
| Routed vias | 795 |
| Synth Warn # | 1 |
| Wire length on met3 | 298 um |
| Die y size | 122 um |
| WL met2 | 1510 um |
| Layout cells sized above 1 | 22.1% |
| Final Skew | 0.00343 ns |
| Maximum root-to-sink buffer count | 2 |
| Top area cell types | edfxtp_1, dfrtp_1, mux4_2 |
| GRT Util Overall | 4.51% |
| Crit end category | primary output |
| IO Port Bufs | 21 |
| R2R cell count | 5 |
| Root Buffer | clkbuf_8 |
| Crit-path cells | inv_1 > ha_1 > xor2_1 > nor2_1 > clkdlybuf4s50_1 |
| Startpoint Class | flip-flop |
| Routed length per placed instance | 12.3 um |
| Area Growth Syn to Fin | 25.8% |
| Cycle use final | 64.7% |
| Fmax | 351 MHz |
| Leading area contributor after synthesis | edfxtp_1 |
| CTS tree | yes |
| Number of global-route vias before repair | 931 |
| CP max stage delay | 0.48 ns |
| Clock sink count | 44 |
| TritonCTS buffer count | 5 |
| Clock Latency Late Sink | 0.29 ns |
| Status | finished, final reports clean |
| Max VDD drop | 0.152 mV |
| First-pass GRT wire length | 5060 um |
| Setup TNS | 0 ns |
| Area taken by flip-flops and latches | 1260 um2 |
| Ant. Diodes | 0 |
| Placed insts | 241 |
| Switching share of power | 28.8% |
| Register share after synthesis | 72.5% |
| Int Pwr | 1.01 mW |
| CP startpoint | wr_idx[0] |
| Slowest stage cell on the critical path | clkdlybuf4s50_1 |
| Hold_sp | rd_data_o[2] |
| Yosys Instances | 86 |
| Largest net degree at the start of global routing | 15 |
| Actual slew at the worst max-slew pin | 0.694 ns |
| Slew HR | 53.7% |
| Initial antenna violation count | 0 |
[power by group through the flow]
stage	Sequential (mW)	Clock, mW	Combinational [mW]
global route	0.713	0.269	0.554
CTS	0.692	0.249	0.506
finish	0.687	0.240	0.489
[path summary, 6_finish.rpt]
check / endpoint
max: full_o
min: rd_data_o[2]
max reg2reg: memory[2][2]
min reg2reg: rd_data_o[2]
max in group asynchronous: rd_idx[0]
min in group asynchronous: rd_data_o[6]
[worst max-delay path, delay by kind of cell (launching register included)]
family | cells | cell delay (ns)
XOR/XNOR | 1 | 0.16
adder cells (fa/ha/maj) | 1 | 0.34
buffers and inverters | 2 | 0.62
flip-flops | 1 | 0.45
AND/OR/NAND/NOR | 1 | 0.11
[layer usage]
layer,vias to the layer above,GRT usage (%)
met1,395,5.16
met4,0,0.522
met2,21,7.47
met5,-,0
met3,2,2.58
li1,377,-
[state kept, by name, indices dropped and copies added (netlist names)]
| name | count |
|---|---|
| rd_idx | 2 |
| rd_data_o | 8 |
| memory | 32 |
| wr_idx | 2 |
[logic make-up after synthesis]
logic type               count (synthesis)  synth area share [%]
AND-OR/OR-AND                            3                  1.37
XOR/XNOR                                 7                  3.52
adder cells (fa/ha/maj)                  4                  2.88
buffers and inverters                    5                  1.73
flip-flops                              44                  72.5
multiplexers                            17                  16.2
AND/OR/NAND/NOR                          6                  1.87
[placed cells by master, fill, tap and decap left out]
master	n
edfxtp_1	32
clkdlybuf4s50_1	21
dfrtp_1	12
mux2_2	9
mux4_2	8
clkbuf_8	5
xnor2_1	4
and2_1	4
ha_1	4
xor2_1	3
inv_1	3
nor2_1	2
clkinvlp_4	2
o21ai_2	1
o21a_1	1
o211ai_1	1
clkinv_1	1
[area by class of cell]
class / count / share of cell area [%]
multi-input cells: 37 / 20.5
inverters: 3 / 0.514
clock inverters: 3 / 0.857
flip-flops and latches: 44 / 57.6
repair buffers: 21 / 9.60
well taps: 136 / 7.77
clock buffers: 5 / 3.14
[stage by stage]
stage / util (%) / setup WS [ns] / hold WS (ns)
after floorplan: - / 2.50 / 0.454
after global placement: 20.5 / 1.88 / 0.492
after detailed placement: 20.5 / 1.87 / 0.496
after CTS: 21.4 / 1.54 / 0.515
after global routing: 21.4 / 1.37 / 0.539
final: 21.4 / 1.55 / 0.509
Power figures rest on the tool's default switching activity, not on a simulated workload.
