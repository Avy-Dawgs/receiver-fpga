==> flow/design.v <==
module AfeControl (
  input clk, 
  input rst, 
  input signed [7:0] gain_dB_i,        
  input set_gain_i,
  output logic [7:0] pga_code_o,
  output logic set_pga_o,
  input pga_ready_i,
  output reg hga_active_o,
  output logic set_in_progress_o
); 
  localparam PGA_RSTVAL = 8'h80;
  localparam HGA_RSTVAL = 1'h1;
  reg signed [7:0] gain_dB_reg;   
  logic gain_dB_reg_we;
  wire [7:0] lut_pga_code; 
  wire lut_hga_active;
  reg [7:0] pga_code_reg;
  logic pga_code_reg_we;
  logic hga_active_we;
  typedef enum {
    INIT,                    
    IDLE,                
    GAIN_EVAL__LOOKUP,             
    GAIN_EVAL__WRITE_SEQ_DETERMINE,     
    PGA_ONLY__SET,           
    PGA_ONLY__WAIT,
    HGA_ONLY__SET,         
    BOTH_DEC__SET, 
    BOTH_DEC__WAIT,
    BOTH_INC__PGA_SET, 
    BOTH_INC__PGA_WAIT, 
    BOTH_INC__HGA_SET
  } states_t; 
  reg [3:0] state; 
  logic [3:0] next_state; 
  always_ff @(posedge clk, posedge rst) begin 
    if (rst) begin 
      state <= INIT;
    end 
    else begin 
      state <= next_state;
    end 
  end
  always_comb begin 
    case (state) 
      INIT: begin 
        next_state = BOTH_DEC__SET;
      end
      IDLE: begin 
        next_state = IDLE; 
        if (set_gain_i) begin 
          next_state = GAIN_EVAL__LOOKUP;
        end
      end
      GAIN_EVAL__LOOKUP: begin 
        next_state = GAIN_EVAL__WRITE_SEQ_DETERMINE;
      end
      GAIN_EVAL__WRITE_SEQ_DETERMINE: begin 
        if (lut_hga_active == hga_active_o) begin 
          next_state = PGA_ONLY__SET;
        end
        else if (lut_pga_code == pga_code_reg) begin 
          next_state = HGA_ONLY__SET;
        end
        else if (!hga_active_o && lut_hga_active) begin 
          next_state = BOTH_INC__PGA_SET;
        end
        else begin 
          next_state = BOTH_DEC__SET;
        end
      end
      PGA_ONLY__SET: begin 
        next_state = PGA_ONLY__SET;
        if (pga_ready_i) begin 
          next_state = PGA_ONLY__WAIT;
        end
      end
      PGA_ONLY__WAIT: begin 
        next_state = PGA_ONLY__WAIT;
        if (pga_ready_i) begin 
          next_state = IDLE;
        end
      end
      HGA_ONLY__SET: begin 
        next_state = IDLE;
      end
      BOTH_DEC__SET: begin 
        next_state = BOTH_DEC__SET; 
        if (pga_ready_i) begin 
          next_state = BOTH_DEC__WAIT;
        end
      end
      BOTH_DEC__WAIT: begin 
        next_state = BOTH_DEC__WAIT;
        if (pga_ready_i) begin
          next_state = IDLE;
        end
      end
      BOTH_INC__PGA_SET: begin 
        next_state = BOTH_INC__PGA_SET; 
        if (pga_ready_i) begin 
          next_state = BOTH_INC__PGA_WAIT;
        end
      end
      BOTH_INC__PGA_WAIT: begin 
        next_state = BOTH_INC__PGA_WAIT;
        if (pga_ready_i) begin 
          next_state = BOTH_INC__HGA_SET;
        end
      end
      BOTH_INC__HGA_SET: begin
        next_state = IDLE;
      end
      default: begin 
        next_state = INIT;
      end
    endcase
  end
  always_comb begin 
    hga_active_we = 1'h0; 
    set_pga_o = 1'h0;
    set_in_progress_o = 1'h1;
    pga_code_reg_we = 1'h0;
    case (state) 
      IDLE: begin 
        set_in_progress_o = 1'h0;
      end
      GAIN_EVAL__WRITE_SEQ_DETERMINE: begin 
        pga_code_reg_we = 1'h1;
      end
      PGA_ONLY__SET: begin 
        set_pga_o = 1'h1;
      end
      HGA_ONLY__SET: begin 
        hga_active_we = 1'h1;
      end
      BOTH_DEC__SET: begin 
        hga_active_we = 1'h1;
        set_pga_o = 1'h1;
      end
      BOTH_INC__PGA_SET: begin 
        set_pga_o = 1'h1;
      end
      BOTH_INC__HGA_SET: begin 
        hga_active_we = 1'h1;
      end
      default: begin 
        hga_active_we = 1'h0; 
        set_pga_o = 1'h0;
        set_in_progress_o = 1'h1;
        pga_code_reg_we = 1'h0;
      end
    endcase
  end
  always_ff @(posedge clk, posedge rst) begin 
    if (rst) begin 
      gain_dB_reg <= 'h0;
    end 
    else if (gain_dB_reg_we) begin 
      gain_dB_reg <= gain_dB_i;
    end
  end
  always_ff @(posedge clk, posedge rst) begin 
    if (rst) begin 
      hga_active_o <= HGA_RSTVAL;
    end 
    else if (hga_active_we) begin 
      hga_active_o <= lut_hga_active;
    end
  end
  always_ff @(posedge clk, posedge rst) begin 
    if (rst) begin 
      pga_code_reg <= PGA_RSTVAL;
    end 
    else if (pga_code_reg_we) begin 
      pga_code_reg <= lut_pga_code;
    end
  end
  assign pga_code_o = pga_code_reg;
  assign gain_dB_reg_we = (state == IDLE) && set_gain_i;
  GainLut gain_lut (
    .gain_dB_i(gain_dB_reg), 
    .pga_code_o(lut_pga_code), 
    .hga_active_o(lut_hga_active)
    );
endmodule
module GainLut (
  input signed [7:0] gain_dB_i,
  output logic [7:0] pga_code_o, 
  output logic hga_active_o
  ); 
  localparam signed [5:0] MIN_LUT_ADDR = -4;
  localparam signed [5:0] MAX_LUT_ADDR = 19; 
  typedef enum {
    GAIN_M16DB = -4,
    GAIN_M12DB = -3,
    GAIN_M8DB = -2,
    GAIN_M4DB = -1,
    GAIN_0DB = 0, 
    GAIN_4DB = 1, 
    GAIN_8DB = 2, 
    GAIN_12DB = 3, 
    GAIN_16DB = 4, 
    GAIN_20DB = 5, 
    GAIN_24DB = 6, 
    GAIN_28DB = 7, 
    GAIN_32DB = 8, 
    GAIN_36DB = 9, 
    GAIN_40DB = 10, 
    GAIN_44DB = 11, 
    GAIN_48DB = 12, 
    GAIN_52DB = 13, 
    GAIN_56DB = 14, 
    GAIN_60DB = 15, 
    GAIN_64DB = 16, 
    GAIN_68DB = 17, 
    GAIN_72DB = 18, 
    GAIN_76DB = 19
  } gain_t;
  logic signed [5:0] gain_dB_div4;     
  logic signed [5:0] lut_addr;         
  always_comb begin 
    if (gain_dB_div4 > MAX_LUT_ADDR) begin 
      lut_addr = MAX_LUT_ADDR; 
    end
    else if (gain_dB_div4 < MIN_LUT_ADDR) begin 
      lut_addr = MIN_LUT_ADDR;
    end
    else begin 
      lut_addr = gain_dB_div4;
    end
  end
  always_comb begin 
    case (lut_addr) 
      GAIN_M16DB: begin 
        hga_active_o = 1'h0;
        pga_code_o = 8'h4F;
      end
      GAIN_M12DB: begin 
        hga_active_o = 1'h0;
        pga_code_o = 8'h5B;
      end
      GAIN_M8DB: begin 
        hga_active_o = 1'h0;
        pga_code_o = 8'h67;
      end
      GAIN_M4DB: begin 
        hga_active_o = 1'h0;
        pga_code_o = 8'h73;
      end
      GAIN_0DB: begin 
        hga_active_o = 1'h0;
        pga_code_o = 8'h80;
      end
      GAIN_4DB: begin 
        hga_active_o = 1'h0;
        pga_code_o = 8'h8D;
      end
      GAIN_8DB: begin 
        hga_active_o = 1'h0; 
        pga_code_o = 8'h99;
      end
      GAIN_12DB: begin 
        hga_active_o = 1'h0; 
        pga_code_o = 8'hA5;
      end
      GAIN_16DB: begin 
        hga_active_o = 1'h0; 
        pga_code_o = 8'hB1;
      end
      GAIN_20DB: begin 
        hga_active_o = 1'h0; 
        pga_code_o = 8'hBB;
      end
      GAIN_24DB: begin 
        hga_active_o = 1'h0; 
        pga_code_o = 8'hC5;
      end
      GAIN_28DB: begin 
        hga_active_o = 1'h0; 
        pga_code_o = 8'hCD;
      end
      GAIN_32DB: begin 
        hga_active_o = 1'h0; 
        pga_code_o = 8'hD5;
      end
      GAIN_36DB: begin 
        hga_active_o = 1'h0; 
        pga_code_o = 8'hDC;
      end
      GAIN_40DB: begin 
        hga_active_o = 1'h1; 
        pga_code_o = 8'h80;
      end
      GAIN_44DB: begin 
        hga_active_o = 1'h1; 
        pga_code_o = 8'h8D;
      end
      GAIN_48DB: begin 
        hga_active_o = 1'h1; 
        pga_code_o = 8'h99;
      end
      GAIN_52DB: begin 
        hga_active_o = 1'h1; 
        pga_code_o = 8'hA5;
      end
      GAIN_56DB: begin 
        hga_active_o = 1'h1; 
        pga_code_o = 8'hB1;
      end
      GAIN_60DB: begin 
        hga_active_o = 1'h1; 
        pga_code_o = 8'hBB;
      end
      GAIN_64DB: begin 
        hga_active_o = 1'h1; 
        pga_code_o = 8'hC5;
      end
      GAIN_68DB: begin 
        hga_active_o = 1'h1; 
        pga_code_o = 8'hCD;
      end
      GAIN_72DB: begin 
        hga_active_o = 1'h1; 
        pga_code_o = 8'hD5;
      end
      GAIN_76DB: begin 
        hga_active_o = 1'h1; 
        pga_code_o = 8'hDC;
      end
      default: begin 
        hga_active_o = 1'h0; 
        pga_code_o = 8'h80; 
      end
    endcase
  end
  assign gain_dB_div4 = gain_dB_i >>> 2;
endmodule
==> flow/run.sh <==
#!/bin/bash
# OpenROAD 26Q1-2900-gdf79404cd8, Yosys 0.63+post, stock flow scripts
make -C /OpenROAD-flow-scripts/flow DESIGN_CONFIG=/design/flow/config.mk WORK_HOME=/design/flow/orfs finish
==> flow/config.mk <==
export PLATFORM = sky130hd
export DESIGN_NAME = AfeControl
export DESIGN_NICKNAME = AfeControl
export VERILOG_FILES = /design/flow/design.v
export SDC_FILE = /design/flow/constraint.sdc
export NUM_CORES = 4
export LEC_CHECK = 1
export CORE_AREA = 10 10 113 113
export DIE_AREA = 0 0 123 123
==> flow/constraint.sdc <==
current_design AfeControl

set clk_period 5.0
set clk_io_pct 0.2

create_clock -name clk0 -period $clk_period [get_ports {clk}]

set non_clock_inputs [all_inputs -no_clocks]
set_input_delay [expr $clk_period * $clk_io_pct] -clock clk0 $non_clock_inputs
set_output_delay [expr $clk_period * $clk_io_pct] -clock clk0 [all_outputs]
==> results.json <==
{
  "p_leak_nw": 0.864,
  "area_leaders": "dfrtp_1 35%, mux2_2 6.6%, ha_1 5.8%",
  "logic_area_um2": 940,
  "holdBufCountCts": 0,
  "clock_skew_ns": 0.00254,
  "final.fill_count": 1118,
  "grt.met3_usage_pct": 1.20,
  "ys_seq_share_pct": 38.2,
  "hold_path.startpoint": "state[3]",
  "clkSlewWorstSetupHoldPaths_ns": 0.09,
  "post_route_cells_drive_above_1_share_pct": 14.7,
  "cts_setup_buffers": 0,
  "grt.total_usage_pct": 5.30,
  "cts_tree": "done",
  "synthFlopType": "dfrtp_1",
  "antenna_found_initial": 0,
  "drv_cap": 0,
  "grt_max_degree": 27,
  "syn2layout_area_growth_pct": 22.4,
  "ir_drop_v": 0.000258,
  "final.period_utilization_pct": 78.8,
  "drt_iter0_markers": 143,
  "dr.pass1.iters": 7,
  "clockBufferDepth": 2,
  "synthArstFlopShare_pct": 100,
  "drv_slew": 0,
  "drc": 0,
  "routedWlPerCell_um": 11.9,
  "synth_cell_types": 60,
  "combPwrFrac_pct": 60.8,
  "cts-root-buf": "clkbuf_8",
  "hold_depth": 0,
  "r2r-start": "gain_dB_reg[5]",
  "cp.arrival_ns": 4.09,
  "worstMarginPinSlew_ns": 0.562,
  "power_density_mw_per_mm2": 717,
  "ioPinCount": 23,
  "r2r_slack_ns": 1.06,
  "reg2regPathDepth": 12,
  "edf_count": 0,
  "seq_area_um2": 653,
  "core_area_mm2": 0.0103,
  "largest_area_cell": "dfrtp_1",
  "port_buffers": 19,
  "vias": 1371,
  "fin_crit_ns": 3.94,
  "p_seq_share_pct": 27.4,
  "crit_path_end_kind": "flip-flop",
  "antenna_cells": 0,
  "yosys_warnings": 2,
  "syn_inst": 174,
  "timing.final.hold_violations": 0,
  "die-area_mm2": 0.0151,
  "die_h_um": 123,
  "clkPwrFrac_pct": 11.8,
  "met2_usage_pct": 8.80,
  "wirelength_um": 3890,
  "power_mw": 1.50,
  "switchingPower_mw": 0.663,
  "top_cell": "dfrtp_1",
  "grt_pass1_vias": 1328,
  "r2r_end": "state[7]",
  "max_slew_margin_pct": 62.6,
  "ys_cells": 174,
  "fin_tns_setup_ns": 0,
  "grt_pass1_wl_um": 6640,
  "fmax_mhz": 254,
  "synth_area_mm2": 0.00171,
  "top_area_share_pct": 35.1,
  "placed_area_mm2": 0.00202,
  "antenna_left": 0,
  "crit_type": "flip-flop to flip-flop",
  "ys_top_cells_by_count": "24 x dfrtp_1, 17 x inv_1, 10 x mux2_2, 10 x nor2_1, 9 x o21ai_0",
  "crit_fanout": 22,
  "clock_latency_ns": 0.27,
  "via_per_inst": 4.21,
  "fp-utilization_pct": 16.6,
  "worstHoldEndpoint": "state[9]",
  "clock_sinks": 26,
  "finalSetupViolCount": 0,
  "cts_resized": 0,
  "place_hpwl_um": 2990,
  "grt-ovfl-total": 0,
  "yosys_area_mm2": 0.00171,
  "fp-row-count": 37,
  "critical_path_required_ns": 5.15,
  "start_kind": "flip-flop",
  "avgSynthCellArea_um2": 9.84,
  "busiest_layer": "met2",
  "hp-class": "flip-flop to flip-flop",
  "globalRouteMet1Util_pct": 7.27,
  "ys.flops": 26,
  "switching_share_pct": 44.1,
  "h-tree-depth": 1,
  "status": "finished, final reports clean",
  "numCtsBuffers": 3,
  "rsz0062_at_grt": "no",
  "internal_power_mw": 0.840,
  "gp_congestion": 0.876,
  "dieWidth_um": 123,
  "final_area_mm2": 0.00210,
  "warning_count": 32
}
## critical path, cell delays in order (launching register included)
cell       delay, ns
dfrtp_1         0.71
nand4_1         0.16
ha_1            0.62
nor2b_1         0.12
a21oi_1         0.36
inv_1           0.15
ha_1            0.34
o21ba_2         0.20
a2111oi_0       0.38
a221oi_1        0.16
mux2i_1         0.20
o311ai_1        0.27
o211ai_1        0.13
## power by group through the flow
stage / clock network (mW) / registers (mW) / logic (mW)
CTS: 0.184 / 0.413 / 0.916
global route: 0.190 / 0.436 / 1.02
finish: 0.177 / 0.412 / 0.914
## area by class of cell
type | count | share of cell area (%)
clock buffers | 3 | 1.97
clock inverters | 1 | 1.43
inverters | 17 | 3.04
multi-input cells | 123 | 44.8
flip-flops and latches | 26 | 31.2
well taps | 136 | 8.12
repair buffers | 20 | 9.43
## per-layer routing
metal / up-vias / wire length (µm)
met3: 2 / 211
met2: 31 / 1830
li1: 658 / -
met4: 0 / 27
met5: - / 0
met1: 680 / 1830
## worst max path at each step
| stage | startpoint | endpoint | slack (ns) | cells past startpoint |
|---|---|---|---|---|
| final | gain_dB_reg[5] | state[7] | 1.06 | 12 |
| after global routing | gain_dB_reg[5] | state[7] | 0.56 | 12 |
| after CTS | gain_dB_reg[5] | state[7] | 1.09 | 12 |
## cells by family (layout without fill, tap and decap cells)
family / after synthesis / count (layout) / share of synthesized area [%]
muxes: 14 / 14 / 9.65
DFF: 26 / 26 / 38.2
buffers and inverters: 25 / 41 / 6.94
other: 2 / 2 / 0.439
adders and majority gates: 8 / 8 / 5.85
and+or+nand+nor: 48 / 48 / 16.2
AOI/OAI and AO/OA: 48 / 48 / 21.3
xor gates and xnor gates: 3 / 3 / 1.54
## per-stage QoR
stage                     instances  utilization, %  hold slack [ns]  worst slack, ns
after global routing            326            20.3            0.365            0.559
after floorplan                 174               -            0.331             1.67
after global placement          322            19.6            0.335             1.16
after detailed placement        322            19.6            0.340             1.11
final                           326            20.3            0.355             1.06
after CTS                       326            20.3            0.365             1.09
## layout by cell type (no fill, tap or decap), drive strengths merged, types with 3 or more instances in the layout
cell type,synthesis,routed
a21oi,7,7
a221o,3,3
a22oi,4,4
clkbuf,1,3
clkdlybuf4s50,0,19
dfrtp,24,24
ha,8,8
inv,17,17
mux2,10,10
mux2i,3,3
nand2,6,6
nand2b,3,3
nand3,5,5
nor2,10,10
nor2b,4,4
nor3,3,3
o211ai,3,3
o21ai,10,10
xnor2,3,3
Power is estimated from default activity; no workload was simulated.
